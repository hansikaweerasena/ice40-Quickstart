==> flow/design.v <==
module global_buffer (
    input wire clk,
    input wire [9:0] address,       
    input wire [7:0] data_in,       
    input wire write_enable,        
    output reg [7:0] weight,
    output reg [7:0] activation,
    output reg [31:0] partial_sum
);
    reg [7:0] memory [0:127];
    always @(posedge clk) begin
        if (write_enable) begin
            memory[address] <= data_in;  
        end
    end
    always @(posedge clk) begin
        weight <= memory[address];
        activation <= memory[address];
        partial_sum <= {memory[address], memory[address], memory[address], memory[address]};
    end
endmodule
==> flow/run.sh <==
#!/bin/bash
# OpenROAD 26Q1-2900-gdf79404cd8, Yosys 0.63+post, stock flow scripts
make -C /OpenROAD-flow-scripts/flow DESIGN_CONFIG=/design/flow/config.mk WORK_HOME=/design/flow/orfs finish
==> flow/config.mk <==
export PLATFORM = sky130hd
export DESIGN_NAME = global_buffer
export DESIGN_NICKNAME = global_buffer
export VERILOG_FILES = /design/flow/design.v
export SDC_FILE = /design/flow/constraint.sdc
export NUM_CORES = 4
export LEC_CHECK = 1
export CORE_UTILIZATION = 30
==> flow/constraint.sdc <==
current_design global_buffer

set clk_period 24.2
set clk_io_pct 0.2

create_clock -name clk0 -period $clk_period [get_ports {clk}]

set non_clock_inputs [all_inputs -no_clocks]
set_input_delay [expr $clk_period * $clk_io_pct] -clock clk0 $non_clock_inputs
set_output_delay [expr $clk_period * $clk_io_pct] -clock clk0 [all_outputs]
==> results_slide.txt <==
Implementation Results

Outcome
  • Status: finished clean

Yosys
  • Post-synth area hogs: edfxtp_1 75%, a221oi_1 4.7%, nor2_1 2.2%
  • Most frequent cells after synthesis: 1024 x edfxtp_1, 240 x nor2_1, 220 x a221oi_1, 125 x a21oi_1, 102 x nand2_1
  • Count leader, synth: edfxtp_1
  • Synthesized cell area: 0.04073 mm2
  • Synth Area in Simple Gates: 4.442%
  • Mux area share: 3.913%
  • Avg Inst Size Synth: between 15 and 20 um2
  • Flops out of synthesis: around 1000
  • Sequential-to-total area share from yosys stat: 75.88%
  • Distinct lib cells used: 66
  • Post-synth EDFFs: 1024
  • Commonest flop: edfxtp_1
  • YS chip area: 0.04073 mm2
  • Adder share: 0%
  • Cell count after synthesis: 2515
  • Xor/xnor share: 0%
  • Cell type with the largest total area: edfxtp_1
  • Yosys aoi share: 12.44%
  • Comb area leader: AND-OR/OR-AND gates
  • # Cells Yosys: ~2500
  • Synth warn: 1
  • Asr flop ratio synth: 0%
  • Dominant cell area share: about 75%

Clock network
  • Post-CTS setup buffers: 0
  • CTS tree: done
  • CTS Sinks: 1032
  • Post-CTS resize count: 0
  • Worst-case clock buffer depth: 3
  • Max H-tree Level: 3
  • Clock root cell: clkbuf_16
  • Reg clk slew, reported paths: roughly 60 ps
  • CTS buffer count: roughly 100
  • Later-pin clock latency in the skew report: between 600 and 700 ps
  • Hold-fix buffers, CTS: 0

Setup path
  • Worst setup SP type: primary input
  • CP Capture Type: register
  • Setup slack, reg-to-reg: 21520 ps
  • Most used cell, CP: buf_4
  • Worst-path maximum fanout: 39
  • RR Startpoint: memory[95][0]
  • WP buf/inv: 5
  • CP endpoint: partial_sum[29]
  • Stages on worst setup path: 11
  • Worst Path Required: 24600 ps
  • R2R Path End: partial_sum[24]
  • R2R cell count: 5
  • WS Path Type: primary input to register
  • CP delay by family, top: buffers and inverters
  • Crit path from: address[1]
  • CP max stage delay: 580 ps
  • Crit path DAT: 9130 ps
  • Slowest CP cell: o21ai_0
  • Worst path cell trace: clkbuf_8 > inv_4 > buf_4 > buf_4 > nand2_1 > buf_4 > a21oi_1 > a21oi_1 > o311a_1 > o21ai_0 > nand4_1

Timing
  • Final slew viol count: 0
  • RSZ-0062 raised after global routing: no
  • Period minus WS final: approximately 8700 ps
  • Slew margin rel.: 34.14%
  • Clock Skews: 29.92 ps
  • TNS Setup: 0 ps
  • Hold Fails Final Rpt: 0
  • Cycle use final: 36.08%
  • FMAX: 114.5 MHz
  • Endpoints failing setup: 0
  • Worst-Margin Slew: 984.3 ps

GRT
  • Global-route wire length before repair: 168500 um
  • Largest net degree at the start of global routing: 96
  • Vias in the first global route: ~24000
  • GRT Overall Usage: 17.99%
  • Antenna violations before repair: 4
  • Total grt overflow: 0

Power
  • Pleak: 14.44 nW
  • Power per cell area: 81.88 mW/mm2
  • Worst vdd ir: around 0.000057 V

Routing
  • Via count: 23740
  • Number of DRC markers in iteration 0: ~1900
  • DRC errors left: 0
  • Top Metal Used: met5
  • First drt pass iteration count: 6
  • Via density: 5.366
  • Drt wl/cell: 26.14 um
  • Routed wire length: about 120000 um
  • Met3 wire len: approximately 17000 um
  • Post-route antenna net violation count: 0
  • Ant diodes: 0
  • WL met2: approximately 53000 um
  • M1 wire length: about 42000 um

Floorplan
  • Row Count: 134
  • Die Ht: 370.5 um
  • Die Width: 370.5 um
  • Pre-placement core utilization: between 30% and 40%
  • Core Region: 0.1341 mm2
  • I/O pin total: 68
  • Chip area: 0.1373 mm2

Placed design
  • Dpl cells: between 4000 and 5000
  • RD Place Congestion: 0.9287
  • DP Area: about 0.043 mm2
  • Hpwl dp: between 60000 and 70000 um
  • Port-buffer cells: about 64

Hold path
  • Hold path start: memory[102][2]
  • Hold Path Stages: 5
  • Tightest Hold Check Type: register to register

Finish
  • Area grow syn2layout: 14.43%
  • Share of cells above drive strength 1: between 10% and 20%
  • Design area: 0.04661 mm2
  • Final non-filler cell total: 4425

Flow run
  • # Max-Cap Violations: 0
  • Tool Warnings: 29
-- worst min-delay path: stages, from the launching register on --
cell and delay [ps]:
edfxtp_1 320, a22o_1 120, nand2_1 50, a21oi_1 130
nor3_1 90, nand4_1 170
-- area by class of cell --
type / count / area [um2]
fill: 12520 / 87520
sequential: 1032 / 30910
multi-input combinational: 1244 / 8508
clock buffer: 124 / 2760
tap: 1768 / 2212
timing repair buffer: 181 / 1549
clock inverter: 72 / 654.4
inverter: 4 / 17.52
-- metal layers --
metal | vias to the layer above | track usage (%)
li1 | 10280 | -
met4 | 13 | 4.907
met2 | 1383 | 26.70
met5 | - | 1.259
met1 | 11830 | 21.93
met3 | 242 | 11.81
-- cells in the final DEF, fill, tap and decap left out, types with 8 or more instances in the layout --
cell	instances
o22ai_1	24
a21oi_1	125
o22a_1	11
nand2_1	102
clkdlybuf4s50_1	51
nand2b_1	8
o21ai_0	80
a221oi_1	220
clkinv_1	25
a221o_1	20
a211oi_1	8
edfxtp_1	1024
a22oi_1	73
clkbuf_16	106
clkbuf_1	14
nor2_1	239
o211ai_1	11
nor3_1	16
nand3_1	17
nand4_1	9
bufinv_16	10
dfxtp_1	8
o221ai_1	17
mux2_2	60
nor2b_1	9
mux2i_1	61
clkinv_2	24
mux4_2	11
buf_4	121
a22o_1	41
-- sequential cells by signal, summed over array words and instances (netlist names) --
name,cells
memory,1024
partial_sum,8
-- how the worst min path moves through the flow --
stage	endpoint
4_1_cts	partial_sum[23]
5_1_grt	partial_sum[24]
6_report	partial_sum[26]
-- per-stage QoR --
stage	hold WS, ps	utilization [%]	worst slack [ps]	power [mW]
3_5_place_dp	906.8	32.21	14920	2.257
2_1_floorplan	611.4	-	17070	2.142
4_1_cts	931.7	34.75	15620	3.836
3_3_place_gp	901.5	32.21	14900	2.255
6_report	924.8	34.75	15470	3.817
5_1_grt	977.0	34.75	15330	3.925
-- cell families after synthesis --
logic type / Yosys count
flip-flops: 1032
AND-OR/OR-AND: 680
AND/OR/NAND/NOR: 427
buffers and inverters: 239
multiplexers: 137
-- power breakdown --
part / switching, mW / leakage, nW / internal [mW]
Sequential: 0.00473 / 9.27 / 1.97
Combinational: 0.163 / 3.50 / 0.0787
Clock: 0.674 / 1.67 / 0.922
Total: 0.842 / 14.4 / 2.97
Power and IR drop assume default switching activity.
