## run.sh

```bash
#!/bin/bash
# OpenROAD 26Q1-2900-gdf79404cd8, Yosys 0.63+post, stock flow scripts
make -C /OpenROAD-flow-scripts/flow DESIGN_CONFIG=/design/flow/config.mk WORK_HOME=/design/flow/orfs finish
```

## design.v

```verilog
module AccumulatorTree(
    input clk,
    input rst,
    input [15:0] product0, product1, product2, product3, product4, product5, product6, product7, product8, product9, product10, product11,
    input [31:0] partial_sum,   
    output reg [31:0] accumulated_output
);
    reg [31:0] sum0, sum1, sum2, sum3, sum4, sum5;
    always @(posedge clk or posedge rst) begin
        if (rst) begin
            accumulated_output <= 32'd0;
        end else begin
            sum0 <= product0 + product1;
            sum1 <= product2 + product3;
            sum2 <= product4 + product5;
            sum3 <= product6 + product7;
            sum4 <= product8 + product9;
            sum5 <= product10 + product11;
            sum0 <= sum0 + sum1;
            sum1 <= sum2 + sum3;
            sum2 <= sum4 + sum5;
            accumulated_output <= sum0 + sum1 + sum2 + partial_sum;   
        end
    end
endmodule
module ProcessingElement(
    input wire clk,
    input wire rst,
    input wire enable,
    input wire read_weight,
    input wire read_data,
    input wire forwarding_enable,
    input wire [7:0] data_bus,
    input wire [7:0] weight_bus,
    input wire [7:0] forwarded_input,
    output reg [7:0] forwarded_data,
    output reg [15:0] product_output
);
    reg [7:0] data;
    reg [7:0] weight;
    always @(posedge clk or posedge rst) begin
        if (rst) begin
            data <= 8'd0;
            weight <= 8'd0;
            product_output <= 16'd0;
            forwarded_data <= 8'd0;
        end else if (enable) begin
            if (read_weight) weight <= weight_bus;
            if (read_data) data <= data_bus;
            if (forwarding_enable) data <= forwarded_input;
            product_output <= data * weight;
            forwarded_data <= data;   
        end
    end
    (* keep = "true" *) wire [15:0] debug_product_output = product_output;
    (* keep = "true" *) wire [7:0] debug_forwarded_data = forwarded_data;
endmodule
module PE_Array(
    input clk,
    input [11:0] rst,               
    input [11:0] enable,            
    input [11:0] read_weight,       
    input [11:0] read_data,         
    input [11:0] forwarding_enable, 
    input [7:0] data_bus0,          
    input [7:0] data_bus1,          
    input [7:0] data_bus2,          
    input [7:0] data_bus3,          
    input [7:0] weight_bus,         
    input [31:0] partial_sum,       
    output [31:0] accumulated_output  
);
    wire [15:0] product_outputs[11:0];
    wire [7:0] forwarded_data[11:0];
    genvar i;
    generate
        for (i = 0; i < 12; i++) begin : pe_block
            ProcessingElement pe(
                .clk(clk),
                .rst(rst[i]),
                .enable(enable[i]),
                .read_weight(read_weight[i]),
                .read_data(read_data[i]),
                .data_bus(data_bus0),  
                .weight_bus(weight_bus),
                .forwarded_input(i == 0 ? 8'd0 : forwarded_data[i-1]),  
                .forwarding_enable(forwarding_enable[i]),
                .forwarded_data(forwarded_data[i]),
                .product_output(product_outputs[i])
            );
        end
    endgenerate
    AccumulatorTree accum_tree(
        .clk(clk),
        .rst(rst[0]),  
        .product0(product_outputs[0]),
        .product1(product_outputs[1]),
        .product2(product_outputs[2]),
        .product3(product_outputs[3]),
        .product4(product_outputs[4]),
        .product5(product_outputs[5]),
        .product6(product_outputs[6]),
        .product7(product_outputs[7]),
        .product8(product_outputs[8]),
        .product9(product_outputs[9]),
        .product10(product_outputs[10]),
        .product11(product_outputs[11]),
        .partial_sum(partial_sum),   
        .accumulated_output(accumulated_output)
    );
endmodule
module PE_Matrix(
    input clk,
    input [47:0] rst,          
    input [47:0] enable,       
    input [11:0] read_weight,  
    input [11:0] read_data,    
    input [11:0] forwarding_enable,  
    input [31:0] data_bus,     
    input [31:0] weight_bus,   
    output [127:0] accumulated_output  
);
    wire [31:0] partial_sum[3:0];  
    genvar i;
    generate
        for (i = 0; i < 4; i++) begin : pe_array_block
            PE_Array pe_array(
                .clk(clk),
                .rst(rst[i*12 +: 12]),    
                .enable(enable[i*12 +: 12]),
                .read_weight(read_weight),
                .read_data(read_data),
                .forwarding_enable(forwarding_enable),
                .data_bus0(data_bus[7:0]),       
                .data_bus1(data_bus[15:8]),
                .data_bus2(data_bus[23:16]),
                .data_bus3(data_bus[31:24]),
                .weight_bus(weight_bus[i*8+:8]),  
                .accumulated_output(accumulated_output[i*32+:32])  
            );
        end
    endgenerate
endmodule
```

## config.mk

```make
export PLATFORM = sky130hd
export DESIGN_NAME = PE_Matrix
export DESIGN_NICKNAME = PE_Matrix
export VERILOG_FILES = /design/flow/design.v
export SDC_FILE = /design/flow/constraint.sdc
export NUM_CORES = 4
export LEC_CHECK = 1
export CORE_UTILIZATION = 40
```

## constraint.sdc

```tcl
current_design PE_Matrix

set clk_period 9.5
set clk_io_pct 0.2

create_clock -name clk0 -period $clk_period [get_ports {clk}]

set non_clock_inputs [all_inputs -no_clocks]
set_input_delay [expr $clk_period * $clk_io_pct] -clock clk0 $non_clock_inputs
set_output_delay [expr $clk_period * $clk_io_pct] -clock clk0 [all_outputs]
```

==> flow_summary.toml <==
# flow metrics
[global_routing]
grt_pass1_wl_mm = 531.0
antenna_found_initial = 53
gr-total-overflow = 0
grt_max_degree = 56
grt_pass1_vias = 91120
grt_usage_pct = 21.08

[routing]
drc = 0
drt-wirelength-per-cell_um = 18.85
drt_pass1_iterations = 5
routed_via_density = 5.140
num_vias = 90600
wl_met2_mm = 142.2
drt_iter0_markers = 4679
wl_met3_mm = 32.08
top_layer_used = "met5"
ant_nets = 0
wirelength_mm = 332.2
wl_met1_mm = 147.9

[layout]
flow.area_growth_from_synthesis_pct = 10.12
finalInstanceArea_um2 = 148200
drive_gt1_share_pct = 10.12

[floorplan]
die-height_um = 582.0
rows = 212
die_w_um = 582.0
chipArea_um2 = 338700
fp_util_pct = 40.26
io_pins = 325
coreArea_um2 = 334200

[timing]
relSlewSlack_pct = 23.22
hold_viol_final = 0
fin_ws_ns = 4.608
skew_ns = 0.09400
rsz0062_at_grt = "false"
fmax_mhz = 204.4
period_needed_ns = 4.892
fin_crit_sh_pct = 51.49
timing.hold.ws_ns = 0.4347
slew_viol_final = 0
worstMarginPinSlew_ns = 1.144
setup_viol = 0
fin_setup_tns_ns = 0

[worst_setup_path]
path_max_fanout = 10
timing.critical_path.cells = "and2_1 -> fa_1 -> fa_1 -> inv_1 -> fa_1 -> fa_1 -> inv_1 -> ha_1 -> o31ai_1 -> a21oi_1 -> o41ai_1 -> o21ai_0 -> xnor2_1 -> a21oi_1"
critical_path.startpoint_type = "flop"
end_kind = "flop"
slowest_delay_ns = 0.52
crit_top_cell = "fa_1"
cpMaxStageDelayCell = "dfrtp_1"
arrival_ns = 5.70
critPathBufInv = 2
path_class = "reg2reg"
ff2ff_setup_slack_ns = 4.61
cp_top_family = "adder cells"
critPathRequiredTime_ns = 10.31

[min_path]
hold_class = "reg2reg"

[clock_network]
hold_buffers = 0
cts_max_level = 4
cts_sinks = 1804
cts-resized-gates = 0
cts_made_buffers = 209
cts_tree = "yes"
clockRootBuffer = "clkbuf_16"
path_clk_slew_ns = 0.06
clockBufferDepth = 4
clk_latency_ns = 0.96
postCtsSetupBuffers = 0

[place]
gp_congestion = 0.9150
pre_cts_slack_ns = 4.657
hpwlAfterDp_mm = 247.8
portBuffers = 238
placed_area_um2 = 141000

[pwr]
powerDensity_nw_per_um2 = 313.1
p_total_w = 0.04640
ir_drop_uv = 195.4
p_leak_nw = 70.16

[logic_synthesis]
ys_warn_count = 131
syn_area_um2 = 134600
synth.avg_cell_area_um2 = 10.30
synthCells = 13060

[flow_run]
warning_count = 56
drv_cap = 0

[outcome]
run_status = "finished, final reports clean"
==> flip-flops by register name (all words and copies together) (netlist names) <==
name                                                   flops
pe_array_block.pe_array.pe_block.pe.forwarded_data       352
pe_array_block.pe_array.accum_tree.sum4                   68
pe_array_block.pe_array.accum_tree.sum5                   68
pe_array_block.pe_array.accum_tree.accumulated_output     72
pe_array_block.pe_array.pe_block.pe.weight               192
pe_array_block.pe_array.pe_block.pe.product_output       384
pe_array_block.pe_array.accum_tree.sum1                   72
pe_array_block.pe_array.accum_tree.sum2                   72
pe_array_block.pe_array.accum_tree.sum0                   72
pe_array_block.pe_array.pe_block.pe.data                 384
pe_array_block.pe_array.accum_tree.sum3                   68
==> worst reg2reg max path: stages, from the launching register on <==
cell     delay (ns)
dfrtp_1        0.52
and2_1         0.23
fa_1           0.43
fa_1           0.49
inv_1          0.05
fa_1           0.49
fa_1           0.49
inv_1          0.04
ha_1           0.22
o31ai_1        0.50
a21oi_1        0.19
o41ai_1        0.50
o21ai_0        0.21
xnor2_1        0.30
a21oi_1        0.11
==> where the power goes <==
group | switching (W) | internal, W
combinational | 0.0133 | 0.0113
clock | 0.00346 | 0.00495
sequential | 0.00206 | 0.0114
==> layout make-up <==
| type | instances | area [µm²] |
|---|---|---|
| Clock buffer | 301 | 6081 |
| Multi-Input combinational cell | 9082 | 78990 |
| Sequential cell | 1804 | 47250 |
| Tap cell | 4387 | 5489 |
| Fill cell | 31130 | 186000 |
| Inverter | 1573 | 5924 |
| Timing Repair Buffer | 370 | 3303 |
| Antenna cell | 23 | 57.56 |
| Clock inverter | 87 | 1085 |
==> metal layers <==
layer	GRT usage (%)	vias to the layer above
met4	4.908	38
li1	-	44050
met5	0	-
met3	8.473	450
met1	30.93	44190
met2	30.36	1871
==> cells in the final DEF, fill, tap and decap left out, types with 140 or more instances in the layout <==
cell,n
a22oi_1,331
and2_1,1233
dfrtp_1,1384
clkbuf_16,213
o21ai_0,636
nor2_1,357
mux2_2,755
ha_1,1260
nand2_1,986
clkdlybuf4s50_1,220
inv_1,1550
a21oi_1,433
xnor2_1,403
fa_1,888
a21o_1,199
edfxtp_1,420
buf_4,140
==> stage by stage <==
stage	std cells	util (%)
5_1_grt	17620	44.33
2_1_floorplan	13110	-
6_report	17630	44.34
4_1_cts	17600	44.32
3_3_place_gp	17220	42.17
3_5_place_dp	17220	42.17
==> worst paths after layout <==
kind                            startpoint                    endpoint  cells after the start
worst max register to register        flop                        flop                     14
worst max-delay path                  flop                        flop                     14
max in group asynchronous          rst[36]  asynchronous set/reset pin                      4
min in group asynchronous          rst[11]  asynchronous set/reset pin                      3
worst min register to register        flop                        flop                      1
worst min-delay path                  flop                        flop                      1
Power is estimated from default activity; no workload was simulated.
