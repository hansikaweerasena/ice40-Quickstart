<file path="design/flow/config.mk">
export PLATFORM = sky130hd
export DESIGN_NAME = top_module
export DESIGN_NICKNAME = top_module
export VERILOG_FILES = /design/flow/design.v
export SDC_FILE = /design/flow/constraint.sdc
export NUM_CORES = 4
export LEC_CHECK = 1
export CORE_AREA = 10 10 102 102
export DIE_AREA = 0 0 112 112
</file>
<file path="design/flow/constraint.sdc">
current_design top_module

set clk_period 4.5
set clk_io_pct 0.2

create_clock -name clk0 -period $clk_period [get_ports {clki}]

set non_clock_inputs [all_inputs -no_clocks]
set_input_delay [expr $clk_period * $clk_io_pct] -clock clk0 $non_clock_inputs
set_output_delay [expr $clk_period * $clk_io_pct] -clock clk0 [all_outputs]
</file>
<file path="design/flow/design.v">
module led_control (
    input clk,
    input rst_n,         
    input [7:0] data,    
    input data_valid,    
    output reg led       
);
    localparam ON_COMMAND = 8'h4F;   
    localparam OFF_COMMAND = 8'h46;  
    always @(posedge clk or negedge rst_n) begin
        if (!rst_n) begin
            led <= 0; 
        end else if (data_valid) begin
            if (data == ON_COMMAND) begin
                led <= 1;   
            end else if (data == OFF_COMMAND) begin
                led <= 0;   
            end
        end
    end
endmodule
module top_module (
    input clki,
    input reset,   
    input rx,
    output led
);
    wire [7:0] uart_data;
    wire uart_data_valid;
    uart_rx uart_rx_inst (
        .clk(clki),
        .rst_n(reset),
        .rx(rx),
        .data(uart_data),
        .data_valid(uart_data_valid)
    );
    led_control led_control_inst (
        .clk(clki),
        .rst_n(reset),
        .data(uart_data),
        .data_valid(uart_data_valid),
        .led(led)
    );
endmodule
module uart_rx (
    input clk,               
    input rst_n,             
    input rx,                
    output reg [7:0] data,   
    output reg data_valid    
);
    parameter CLK_FREQ = 100000000;  
    parameter BAUD_RATE = 9600;     
    localparam integer BAUD_COUNT = CLK_FREQ / BAUD_RATE;  
    reg [15:0] clk_count = 0;
    reg [3:0] bit_index = 0;  
    reg receiving = 0;
    always @(posedge clk or negedge rst_n) begin
        if (!rst_n) begin   
            clk_count <= 0;
            bit_index <= 0;
            receiving <= 0;
            data_valid <= 0;
            data <= 0;
        end else begin
            if (!receiving && !rx) begin  
                receiving <= 1;
                clk_count <= 0;
                bit_index <= 0;
            end else if (receiving) begin
                if (clk_count < BAUD_COUNT-1) begin
                    clk_count <= clk_count + 1;
                end else begin
                    clk_count <= 0;
                    if (bit_index < 9) begin
                        if (bit_index > 0)  
                            data[bit_index-1] <= rx;
                        bit_index <= bit_index + 1;
                    end else begin
                        receiving <= 0;
                        data_valid <= 1;
                    end
                end
            end else if (data_valid) begin
                data_valid <= 0;  
            end
        end
    end
endmodule
</file>
<file path="design/flow/run.sh">
#!/bin/bash
# OpenROAD 26Q1-2900-gdf79404cd8, Yosys 0.63+post, stock flow scripts
make -C /OpenROAD-flow-scripts/flow DESIGN_CONFIG=/design/flow/config.mk WORK_HOME=/design/flow/orfs finish
</file>
==> CHANGELOG.md <==
## Implementation

- Dpl cells: 311
- CP Launch Type: register
- Post-route setup slack: 1.16 ns
- Synth flops: 31
- Core area: 0.00822 mm2
- GR peak layer: met2
- Final setup fails: 0
- DRT Wirelength: 3.85 mm
- Setup bufs post-CTS: 0
- Seq share, synth: 38.5%
- Final Cycle Share: 74.1%
- Final instance area: 0.00225 mm2
- Synth area leader: dfrtp_1
- Fp_density: 24.5%
- Critical-path top delay cell: dfrtp_1
- Ports: 4
- Main flop type: dfrtp_1
- Leak: 0.936 nW
- Comb area: 0.00113 mm2
- Final max-slew violation count: 0
- Initial antenna violation count: 0
- Critical path cell sequence: inv_1, ha_1, nand2_1, or3_1, ha_1, nor4b_1, nand4_1, a21oi_2, nand4_1, mux2_1
- Residual DRC: 0
- Tool warnings: 29
- Top cells by area: dfrtp_1 (38%), ha_1 (7.4%), nand4_1 (4.0%)
- Status: finished clean
- Post-synth ARST share: 100%
- P per Cell Area: 337 mW/mm2
- Critical Path End Type: register
- Crit Path Class: reg -> reg
- CTS Root Cell: clkbuf_8
- WL/cell: 12.1 um
- Site Rows: 33
- Chip width: 112 um
- Total Routing Usage GR: 6.36%
- Register Area: 776 um2
- Layout cells sized above 1: 8.88%
- # fillers: 833
- CP Data Arrival Time: 3.50 ns
- Hold_buf cts: 0
- WP buf/inv: 1
- Largest net degree at the start of global routing: 32
- CP delay by family, top: simple AND/OR/NAND/NOR gates
- Final Hold Violation Tally: 0
- Die Ht: 112 um
- H-tree levels: 2
- Crit Path Max Fanout: 12
- CP max stage delay: 0.54 ns
- GRT met3 Usage: 1.74%
- Ys Warns: 2
- Worst skew pair latency: 0.28 ns
- GR Util met1: 9.32%
- Fin crit period: 3.34 ns
- Mean Syn Cell Area: 9.60 um2
- TritonCTS clock tree: done
- Clock sink count: 31
- Worst endpoint required time: 4.67 ns
- Cts bufs inserted: 5
- Vias: 1531
- Global-route wire length before repair: 6.98 mm
- F_max: 300 MHz
- Initial DRT Pass Iterations: 4
- CTS Buffer Depth: 2
- Synth-to-layout area growth: 11.5%
- Post-Syn Area: 0.00202 mm2
- Post-synth EDFFs: 0
- Final hold slack: 0.487 ns
- Worst Hold Class: reg -> reg
- Ys cells: 210
- RSZ-0062 raised after global routing: no
- Diode count: 0
- IO Port Bufs: 3
- Pre-CTS setup slack: 1.18 ns
- Met2 Usage GRT: 9.40%
- Gate Count Post-Synth: 210
- Number of global-route vias before repair: 1464
- Placed inst area: 0.00213 mm2
- GRT Residual Overflow: 0
- Worst rel slew slack: 47.1%
- Drt via density: 4.80
- Fin Setup TNS: 0 ns
- Clock skew: 0.00405 ns
- Non-filler cells, final: 319
- Max-cap violations: 0
- YS chip area: 0.00202 mm2
- DIE AREA: 0.0125 mm2
- Post-route ant nets: 0
- Unique cell types: 53
- Maximum vdd drop: 264 uV
- Clock slew seen by the registers of the worst setup and hold paths: 0.07 ns
- Initial DRC Count: 85
- Post-cts resize count: 0
- Top area contributor share: 38.5%
- Final Wtd Congestion: 0.831
- Worst-Margin Slew: 0.788 ns
- Post-DP HPWL: 2.73 mm
-- metal layers --
layer	vias to the layer above	share of wire, %
li1	784	-
met1	723	51
met2	20	44
met3	4	3.9
met4	0	0.80
met5	-	0
-- final timing paths --
kind                       slack [ns]                             startpoint  cells past startpoint                                     end
min                              0.49       uart_rx_inst.data[7]$_DFFE_PN0P_                      1        uart_rx_inst.data[7]$_DFFE_PN0P_
max reg2reg                      1.16  uart_rx_inst.bit_index[0]$_DFFE_PN0P_                     10        uart_rx_inst.data[1]$_DFFE_PN0P_
min in group asynchronous        1.01                                  reset                      2  uart_rx_inst.clk_count[15]$_DFFE_PN0P_
max                              1.16  uart_rx_inst.bit_index[0]$_DFFE_PN0P_                     10        uart_rx_inst.data[1]$_DFFE_PN0P_
max in group asynchronous        3.21                                  reset                      2   uart_rx_inst.clk_count[3]$_DFFE_PN0P_
min reg2reg                      0.49       uart_rx_inst.data[7]$_DFFE_PN0P_                      1        uart_rx_inst.data[7]$_DFFE_PN0P_
-- registers in the layout, summed over array words and instances, names as in the netlist --
| name | flops |
|---|---|
| uart_rx_inst.receiving | 1 |
| uart_rx_inst.clk_count | 16 |
| uart_rx_inst.bit_index | 4 |
| led_control_inst.led | 1 |
| uart_rx_inst.data_valid | 1 |
| uart_rx_inst.data | 8 |
-- synth_stat cells, types with 4 or more instances --
master,instances
inv_1,13
or3_1,10
nand2_1,10
xor2_1,5
mux2_1,7
nor3_1,6
nand3_1,7
nor2_1,15
o21ai_0,10
nand4_1,13
a21oi_1,7
ha_1,12
dfrtp_1,31
xnor2_1,4
-- cell type report --
cell class	count	area share (%)
Clock buffer	6	3.67
Clock inverter	2	1.56
Inverter	13	2.17
Multi-Input combinational cell	157	50.3
Sequential cell	31	34.5
Tap cell	105	5.84
Timing Repair Buffer	5	2.00
-- cells by family after synthesis --
group | share of synthesized area, %
buffers and inverters | 5.46
adder cells (fa/ha/maj) | 7.44
multiplexers | 4.47
AND/OR/NAND/NOR | 25.6
AND-OR/OR-AND | 14.7
flip-flops | 38.5
XOR/XNOR | 3.91
-- per-stage QoR --
| step | utilization [%] | total power [W] |
|---|---|---|
| floorplan | - | 0.000453 |
| global route | 27.4 | 0.000805 |
| detailed placement | 25.9 | 0.000480 |
| global placement | 25.9 | 0.000478 |
| finish | 27.4 | 0.000758 |
| CTS | 27.4 | 0.000767 |
-- report_power, final --
part	internal (W)	leakage, nW	total [W]	switching (W)
Clock	0.000179	0.0612	0.000283	0.000104
Combinational	0.0000534	0.486	0.000108	0.0000548
Sequential	0.000318	0.389	0.000367	0.0000490
-- cell usage in the layout (no fill, tap or decap), drive strengths merged, types with 4 or more instances in the layout --
| cell | n |
|---|---|
| a21oi | 8 |
| inv | 13 |
| or3 | 10 |
| xor2 | 5 |
| clkbuf | 6 |
| o21ai | 10 |
| dfrtp | 31 |
| nand4 | 13 |
| and2 | 4 |
| a31oi | 4 |
| nand3 | 7 |
| nor2 | 16 |
| nor3 | 6 |
| ha | 12 |
| xnor2 | 4 |
| nand2 | 10 |
| mux2 | 8 |
Power figures rest on the tool's default switching activity, not on a simulated workload.
